<file path="config.mk">
export PLATFORM = sky130hd
export DESIGN_NAME = ram_dual_port
export DESIGN_NICKNAME = ram_dual_port
export VERILOG_FILES = /design/flow/design.v
export SDC_FILE = /design/flow/constraint.sdc
export NUM_CORES = 4
export LEC_CHECK = 1
export CORE_UTILIZATION = 30
</file>
<file path="constraint.sdc">
current_design ram_dual_port

set clk_period 3.8
set clk_io_pct 0.2

create_clock -name clk0 -period $clk_period [get_ports {rclk}]
create_clock -name clk1 -period $clk_period [get_ports {wclk}]

set non_clock_inputs [all_inputs -no_clocks]
set_input_delay [expr $clk_period * $clk_io_pct] -clock clk0 $non_clock_inputs
set_output_delay [expr $clk_period * $clk_io_pct] -clock clk0 [all_outputs]
</file>
<file path="design.v">
module ram_dual_port(we,data,q,wclk,rclk,radd,wadd);
  input [7:0]data;
  input [5:0]radd,wadd;
  input we,wclk,rclk;
  output reg q;
  reg [7:0]ram[63:0];
  always @(posedge rclk)
    begin
      q <= ram[radd];
    end
  always @(posedge wclk)
    begin
      if(we)
        ram[wadd] <= data;
    end
endmodule
</file>
<file path="run.sh">
#!/bin/bash
# OpenROAD 26Q1-2900-gdf79404cd8, Yosys 0.63+post, stock flow scripts
make -C /OpenROAD-flow-scripts/flow DESIGN_CONFIG=/design/flow/config.mk WORK_HOME=/design/flow/orfs finish
</file>
==> flow_metrics.py <==
# Auto-generated metrics
metrics = {
    "outcome": {
        "status": "finished, final reports clean",
    },
    "hold_path": {
        "min_to": "q$_DFF_P_",
        "min_path_type": "reg2reg",
        "min_path_cells": 4,
        "min_from": "ram[47][0]$_DFFE_PP_",
    },
    "yosys": {
        "synth_warnings": 1,
        "post-synth-top-count-cell": "nor2_1",
        "synth_top_area_share_pct": 66.0,
        "yosysChipArea_um2": 2910,
        "ys_ff": 65,
        "yosys.stat.seqShare_pct": 66.6,
        "ys_types": 25,
        "ys.flop_type": "edfxtp_1",
        "ys_cells": 204,
        "postSynth.asyncResetShare_pct": 0,
        "netlist_instances": 204,
        "synth-edff-count": 64,
        "topCellsByArea": "edfxtp_1 (66%), nor2_1 (8.6%), mux4_2 (7.7%)",
        "avgSynthCellArea_um2": 14.3,
        "yosysTopAreaCell": "edfxtp_1",
        "syn_area_um2": 2910,
        "common_cells": "nor2_1 (67), edfxtp_1 (64), clkbuf_1 (10), mux4_2 (10), nand3_1 (9)",
    },
    "timing": {
        "slew_violations": 0,
        "finalSetupTns_ns": 0,
        "hold_viol": 0,
        "tightest_slew_ns": 0.549,
        "slew_headroom_pct": 63.4,
        "fin_ws_ns": 0.734,
        "rsz0062_at_grt": "false",
        "whs_ns": 1.19,
        "setup_viol": 0,
    },
    "clock_tree": {
        "hold_buffers": 0,
        "post_cts_buffers": 0,
        "clk_path_buf_depth": 2,
        "cts_resized": 0,
        "clkTransAtPathRegs_ns": 0.06,
        "clockRootBuffer": "clkbuf_8",
        "cts_buffers": 9,
        "h-tree-depth": 3,
        "cts_tree": "built",
    },
    "setup_path": {
        "path_buffers": 1,
        "endpoint_kind": "flop",
        "critPathTopFamily": "multiplexers",
        "cp_cell_sequence": "clkdlybuf4s50_1 -> mux4_1 -> mux4_2 -> or2_0 -> a32o_1",
        "start_kind": "input pin",
        "critPathMaxStageDelay_ns": 0.66,
        "timing.rr.start": "ram[3][0]$_DFFE_PP_",
        "timing.rr.end": "q$_DFF_P_",
        "cp.required_ns": 3.68,
        "r2r_cells": 4,
        "cp.arrival_ns": 2.95,
        "r2r_slack_ns": 1.56,
        "critPathKind": "in2reg",
        "crit_slowest_cell": "clkdlybuf4s50_1",
        "critPathMaxFanout": 5,
    },
    "flow_run": {
        "warnings": 34,
        "drv_cap": 0,
    },
    "floorplan": {
        "fp_util_pct": 31.2,
        "row_count": 35,
        "die-height_um": 101,
        "fp.coreArea_um2": 9330,
        "ioPinCount": 24,
        "die_w_um": 101,
        "dieArea_um2": 10100,
    },
    "power": {
        "cellPowerDensity_nw_per_um2": 440,
        "irDropWorstVdd_mv": 0.562,
        "power_mw": 1.50,
        "p_leak_nw": 1.04,
    },
    "global_routing": {
        "grt_pass1_wl_mm": 8.87,
        "grt_pass1_vias": 1712,
        "grt.overflow.total": 0,
        "grt_max_degree": 65,
        "antenna_found_initial": 0,
        "track_usage_pct": 12.8,
    },
    "routing": {
        "routed_wirelength_mm": 5.62,
        "wl_per_cell_um": 15.8,
        "n_antenna_cell": 0,
        "vias": 1710,
        "drc_errors": 0,
        "first_pass_iters": 4,
        "drtIter0Drc": 144,
        "ant_nets": 0,
        "via_per_inst": 4.80,
    },
    "placed_design": {
        "post-place-ws_ns": 0.736,
        "dp.cells": 340,
        "place_congestion": 0.779,
        "hpwl_mm": 3.41,
        "io_buffers": 15,
    },
    "final_layout": {
        "finalNonFillerCells": 356,
        "layout-drive-gt1-share_pct": 12.8,
        "area_delta_synth_final_pct": 17.1,
    },
}
## area by class of cell
cell class / instances / area, um^2
tap: 129 / 161
timing repair buffer: 19 / 180
fill: 887 / 5920
sequential: 65 / 1940
clock buffer: 9 / 124
multi-input combinational: 127 / 918
clock inverter: 7 / 86.3
## metal layers
metal / global-route usage [%] / vias up / wire, um
met5: 3.08 / - / 35
met3: 9.66 / 4 / 721
met4: 1.45 / 2 / 9
met2: 17.1 / 86 / 2370
li1: - / 806 / -
met1: 17.7 / 812 / 2490
## report_power, final
part	total (mW)	leakage, nW	switching, mW	internal, mW
clock	0.605	0.108	0.242	0.363
sequential	0.795	0.584	0.00112	0.793
combinational	0.102	0.343	0.0570	0.0450
## state kept, by name (all words and copies together) (netlist names)
name  count
q         1
ram      64
## stage by stage
step,area [um^2],util (%)
2_1_floorplan,2910,-
6_report,3410,36.6
5_1_grt,3410,36.6
3_3_place_gp,3200,34.3
3_5_place_dp,3200,34.3
4_1_cts,3410,36.6
## worst max-delay path by stage
stage / to / start / cells past startpoint / slack, ns
4_1_cts: q$_DFF_P_ / radd[1] / 5 / 0.73
5_1_grt: q$_DFF_P_ / radd[1] / 5 / 0.65
6_report: q$_DFF_P_ / radd[1] / 5 / 0.73
## cell families (layout without fill, tap and decap cells)
logic type | count (synthesis) | in the layout | share of synthesized area, %
AND-OR/OR-AND | 6 | 6 | 1.59
buffers and inverters | 12 | 35 | 1.85
AND/OR/NAND/NOR | 104 | 104 | 15.9
flip-flops | 65 | 65 | 66.6
multiplexers | 17 | 17 | 14.0
## cells in the final DEF (no fill, tap or decap)
cell / count
nand4_1: 3
edfxtp_1: 64
or2_0: 1
nand4b_1: 1
nand3_1: 9
dfxtp_1: 1
clkdlybuf4s50_1: 15
nand3b_1: 4
bufinv_16: 2
clkbuf_8: 9
nor2b_1: 5
nand2b_1: 2
a21oi_1: 1
mux4_1: 7
nor2_1: 67
and2b_1: 1
nand2_1: 7
clkinv_2: 2
or3b_2: 1
mux4_2: 10
buf_4: 4
clkinv_1: 2
a22oi_1: 2
clkinv_4: 1
or3_1: 1
a21boi_0: 1
a32o_1: 1
a41oi_1: 1
nor3_1: 2
## tightest hold or removal path, stage by stage (launching register included)
cell,delay [ns]
edfxtp_1,0.32
mux4_2,0.22
nand2_1,0.05
nand4_1,0.08
a32o_1,0.16
Power is estimated from default activity; no workload was simulated.
