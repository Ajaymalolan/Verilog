`./design.v`:
```
module sRAM(din,dout,add,clk,rd,wt,en);
  input [7:0] add, din;
  input wt,rd,clk,en;
  output reg [7:0]dout;
  reg [7:0] sram [7:0];
  always @ (posedge clk)
    begin
      if (en==1'b1)
        begin
          if(wt==1'b1 && rd==1'b0)
            begin
              sram[add]=din;
            end
          else if (rd==1'b1 && wt == 1'b0)
            begin
              dout=sram[add];
            end
          else;
        end
      else;
    end
endmodule
```
`./run.sh`:
```
#!/bin/bash
# OpenROAD 26Q1-2900-gdf79404cd8, Yosys 0.63+post, stock flow scripts
make -C /OpenROAD-flow-scripts/flow DESIGN_CONFIG=/design/flow/config.mk WORK_HOME=/design/flow/orfs finish
```
`./config.mk`:
```
export PLATFORM = sky130hd
export DESIGN_NAME = sRAM
export DESIGN_NICKNAME = sRAM
export VERILOG_FILES = /design/flow/design.v
export SDC_FILE = /design/flow/constraint.sdc
export NUM_CORES = 4
export LEC_CHECK = 1
export CORE_UTILIZATION = 40
```
`./constraint.sdc`:
```
current_design sRAM

set clk_period 2.8
set clk_io_pct 0.2

create_clock -name clk0 -period $clk_period [get_ports {clk}]

set non_clock_inputs [all_inputs -no_clocks]
set_input_delay [expr $clk_period * $clk_io_pct] -clock clk0 $non_clock_inputs
set_output_delay [expr $clk_period * $clk_io_pct] -clock clk0 [all_outputs]
```
==> metrics.sh <==
FLOORPLAN.DIE.HEIGHT_UM=86.0
POSTCTSSETUPREPAIRBUFS=0
POWER.DENSITY_CELL_AREA_nW_PER_UM2=603
HOLD_PATH.CLASS='reg -> reg'
FMAX_MHz=479
WIRE_LENGTH_OF_THE_FIRST_GLOBAL_ROUTING_PASS_MM=7.78
CTS_TREE='done'
PORT-BUFFER-COUNT=22
YOSYSTOPAREACELLSHARE=0.766
WORST_SETUP_SKEW_AFTER_LAYOUT_NS=0.00699
FLOORPLAN.CORE_UTIL=0.415
SETUP_REPAIR_AFTER_GLOBAL_ROUTING_MISSED_ITS_MARGIN='false'
YS_SEQ_ELEMENTS=72
CORE_REGION_UM2=6790
CTS_MADE_BUFFERS=9
SYNTH-MAIN-FF-CELL='sky130_fd_sc_hd__edfxtp_1'
INTERNAL_POWER_mW=1.65
SYNTH.CELL_AREA_UM2=2820
ROUTED_VIA_DENSITY=4.99
POST_CTS_RESIZED=0
FIRST_PASS_ITERS=4
GLOBAL_ROUTE.USAGE.TOTAL=0.155
GP_CONGESTION=0.806
SYN_AVG_CELL_AREA_UM2=17.2
DIE.SIZE.X_UM=86.0
POST_ROUTE_CELLS_DRIVE_ABOVE_1_SHARE=0.160
ANT_NETS=0
WORST_PIN_SLEW_NS=0.472
COMBPWRFRAC=0.058
DP_WORST_SETUP_SLACK_NS=0.342
SETUP.WORST_PATH.END_CLASS='flip-flop'
YOSYSUNIQUECELLTYPES=28
P_SEQ_FRAC=0.585
CTS_BUFFER_DEPTH=2
ANTENNA_FOUND_INITIAL=0
AREA_GROWTH_PCT=20.9
SHARE_CLK_OF_TOTAL_POWER=0.356
CP_CELL_SEQUENCE='clkdlybuf4s50_1 > nand2b_1 > nor2_1 > buf_4'
TOTAL_GLOBAL_ROUTING_OVERFLOW=0
ROOT_BUFFER='sky130_fd_sc_hd__clkbuf_8'
CRITICAL_PATH_FANOUTS_MAX=10
ANTENNADIODECOUNT=0
FINAL-SETUP-VIOL-COUNT=0
DPL.HPWL_MM=3.38
POST-ROUTE-CELL-AREA_UM2=3410
EDF_COUNT=72
GR-USAGE-MET3=0.0928
YS_SEQ_FRAC=0.766
NETLIST.TOP_CELL.BY_AREA='sky130_fd_sc_hd__edfxtp_1'
GRTUSAGEMET2=0.229
TOP_USAGE_LAYER='met2'
COUNT_OF_HOLD_BUFFERS_INSERTED_BY_POST_CTS_REPAIR=0
CLKTRANSATPATHREGS_NS=0.06
DRT-WIRELENGTH-PER-CELL_UM=16.2
POSTROUTEWIRELENGTH_MM=5.02
FP.DIEAREA_UM2=7400
YOSYS.CELL_COUNT.TOP_TYPE='sky130_fd_sc_hd__edfxtp_1'
LEAKAGE_POWER_FIGURE_nW=1.17
SYNTH.YOSYS.CHIP_AREA_UM2=2820
NETSWITCHINGFRACTION=0.198
POSTSYNTHCELLCOUNT=164
CLKLATENCYLATEPIN_NS=0.34
IR_DROP_mV=0.186
CRITICAL_PATH.MAX_STAGE_DELAY_NS=0.60
STATUS='completed'
TOTAL_NEG_SETUP_SLACK_NS=0
GR-USAGE-MET1=0.211
YS_CELLS=164
HOLD_VIOL=0
TIMING.FINAL.WS_SETUP_NS=0.714
WORST-PATH-BUF-INV=2
TIMING.SLEW.HEADROOM=0.685
CP.ARRIVAL_NS=2.14
YOSYS_WARNINGS=2
IOPINCOUNT=28
CELL_WITH_THE_LARGEST_STAGE_DELAY_ON_THE_WORST_PATH='sky130_fd_sc_hd__clkdlybuf4s50_1'
DR.FIRST_ITER.DRC_COUNT=84
FINAL_CRITICAL_PATH_REQUIRED_PERIOD_NS=2.09
MIN_PERIOD_OVER_PERIOD=0.745
ROUTE.VIAS.TOTAL=1542
MAXIMUM_NUMBER_OF_PINS_ON_ONE_NET_BEFORE_GLOBAL_ROUTE_REPAIR=14
CTS.HTREE.LEVELS=3
SETUP.WORST_PATH.CLASS='in -> reg'
POWER.SWITCHING_mW=0.407
CRIT_PATH_START_KIND='input port'
POST_SYNTH_MOST_FREQUENT_CELLS='sky130_fd_sc_hd__edfxtp_1, sky130_fd_sc_hd__mux2i_1, sky130_fd_sc_hd__nor2_1'
PLACEDINSTANCEAREA_UM2=3240
DRV_CAP=0
CP_DATA_REQUIRED_TIME_NS=2.86
ROW_COUNT=30
POST-ROUTE-DRC-COUNT=0
WHS_NS=0.560
DOMINANT_CELLS_BY_AREA_AFTER_SYNTHESIS='sky130_fd_sc_hd__edfxtp_1, sky130_fd_sc_hd__mux2i_1, sky130_fd_sc_hd__nor2_1'
FIRST_GLOBAL_VIAS=1589
OPENROAD.WARNINGS=30
CP_TOP_FAMILY='buffers and inverters'
SLEW_VIOLATIONS=0
CTS.SINK_COUNT=72
POSTSYNTH.ASYNCRESETSHARE=0
[logic make-up (layout without fill, tap and decap cells)]
| family | after synthesis | in the layout | share of synthesized area |
|---|---|---|---|
| simple gates | 35 | 35 | 0.0621 |
| buf+inv | 10 | 59 | 0.0297 |
| compound gates | 26 | 26 | 0.0678 |
| mux | 21 | 21 | 0.0745 |
| flops | 72 | 72 | 0.766 |
[path summary, 6_finish.rpt]
check                                       endpoint  cells after the start  slack, ns                  from
worst min register to register     dout[1]$_DFFE_PP_                      1       0.56  sram[0][1]$_DFFE_PP_
worst max-delay path            sram[5][7]$_DFFE_PP_                      4       0.71                add[1]
worst min-delay path               dout[1]$_DFFE_PP_                      1       0.56  sram[0][1]$_DFFE_PP_
worst max register to register     dout[1]$_DFFE_PP_                      3       1.68  sram[7][1]$_DFFE_PP_
[cell usage in the layout, fill, tap and decap left out, types with 2 or more instances in the layout]
cell type | netlist | routed
sky130_fd_sc_hd__nor2b_1 | 2 | 2
sky130_fd_sc_hd__clkbuf_8 | 0 | 9
sky130_fd_sc_hd__buf_4 | 3 | 21
sky130_fd_sc_hd__a21oi_1 | 3 | 3
sky130_fd_sc_hd__clkdlybuf4s50_1 | 0 | 22
sky130_fd_sc_hd__clkinv_1 | 0 | 6
sky130_fd_sc_hd__nand2b_1 | 3 | 3
sky130_fd_sc_hd__nor3_1 | 2 | 2
sky130_fd_sc_hd__nor2_1 | 17 | 17
sky130_fd_sc_hd__nand2_1 | 4 | 4
sky130_fd_sc_hd__mux2i_1 | 21 | 21
sky130_fd_sc_hd__edfxtp_1 | 72 | 72
sky130_fd_sc_hd__a211oi_1 | 6 | 6
sky130_fd_sc_hd__o22ai_1 | 6 | 6
sky130_fd_sc_hd__o22a_1 | 6 | 6
[power by group through the flow]
stage,Combinational (mW),Clock [mW],Sequential [mW]
finish,0.120,0.734,1.21
global route,0.131,0.799,1.21
CTS,0.121,0.751,1.21
[metrics by stage]
step | power, mW | util | std cells
floorplan | 1.30 | - | 164
global placement | 1.35 | 0.476 | 293
detailed placement | 1.35 | 0.476 | 293
CTS | 2.08 | 0.502 | 309
global route | 2.13 | 0.502 | 309
finish | 2.06 | 0.502 | 309
[per-layer routing]
| layer | routed length [um] | share of wire |
|---|---|---|
| met5 | 0 | 0 |
| met4 | 109 | 0.022 |
| met3 | 550 | 0.11 |
| met2 | 2250 | 0.45 |
| met1 | 2110 | 0.42 |
[sequential cells by signal, indices dropped and copies added, names as in the netlist]
name	flops
sram	64
dout	8
[cell type report]
cell class | count | area [um^2]
Timing Repair Buffer | 43 | 378
Tap cell | 96 | 120
Multi-Input combinational cell | 82 | 577
Clock inverter | 7 | 52.6
Sequential cell | 72 | 2160
Clock buffer | 9 | 124
Fill cell | 552 | 3380
Power and IR drop assume default switching activity.
